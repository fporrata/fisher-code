==> design.v <==
module mult_stage(clock, reset, 
                  product_in,  mplier_in,  mcand_in,  start,
                  product_out, mplier_out, mcand_out, done);
  input clock, reset, start;
  input [63:0] product_in, mplier_in, mcand_in;
  output done;
  output [63:0] product_out, mplier_out, mcand_out;
  reg  [63:0] prod_in_reg, partial_prod_reg;
  wire [63:0] partial_product, next_mplier, next_mcand;
  reg [63:0] mplier_out, mcand_out;
  reg done;
  assign product_out = prod_in_reg + partial_prod_reg;
  assign partial_product = mplier_in[7:0] * mcand_in;
  assign next_mplier = {8'b0,mplier_in[63:8]};
  assign next_mcand = {mcand_in[55:0],8'b0};
  always @(posedge clock)
  begin
    prod_in_reg      <= #1 product_in;
    partial_prod_reg <= #1 partial_product;
    mplier_out       <= #1 next_mplier;
    mcand_out        <= #1 next_mcand;
  end
  always @(posedge clock)
  begin
    if(reset)
      done <= #1 1'b0;
    else
      done <= #1 start;
  end
endmodule
==> run.sh <==
#!/bin/bash
# OpenROAD 26Q1-2900-gdf79404cd8, Yosys 0.63+post, stock flow scripts
make -C /OpenROAD-flow-scripts/flow DESIGN_CONFIG=/design/flow/config.mk WORK_HOME=/design/flow/orfs finish
==> config.mk <==
export PLATFORM = sky130hd
export DESIGN_NAME = mult_stage
export DESIGN_NICKNAME = mult_stage
export VERILOG_FILES = /design/flow/design.v
export SDC_FILE = /design/flow/constraint.sdc
export NUM_CORES = 4
export LEC_CHECK = 1
export CORE_UTILIZATION = 40
==> constraint.sdc <==
current_design mult_stage

set clk_period 42.1
set clk_io_pct 0.2

create_clock -name clk0 -period $clk_period [get_ports {clock}]

set non_clock_inputs [all_inputs -no_clocks]
set_input_delay [expr $clk_period * $clk_io_pct] -clock clk0 $non_clock_inputs
set_output_delay [expr $clk_period * $clk_io_pct] -clock clk0 [all_outputs]
==> changes_impl.md <==
### Changed

- Share of cells above drive strength 1: 0.0347
- Yosys xor share: 0.0484
- Hold Crit Class: in -> reg
- Placer congestion estimate: 0.948
- Root Driver: clkbuf_16
- Synthesized area: 23,300 um2
- Crit path required time: 42.59 ns
- Tool warnings: 25
- Unrepaired setup endpoints after global routing: no
- PortBufs: 371
- Clock sink total: 241
- # Post-CTS Setup Buffers: 0
- Warnings, synthesis: 1
- Slowest-stage cell, CP: fa_1
- Hold path depth: 1
- Crit-path cells: clkdlybuf4s50_1 > buf_4 > nand2_1 > fa_1 > fa_1 > inv_1 > fa_1 > inv_1 > fa_1 > inv_1 > ha_1 > nand3_1 > o22ai_2 > o311ai_2 > a221oi_2 > a41o_1 > o211ai_2 > o41ai_4 > a21oi_2 > o31a_1 > xnor2_1
- Post-synth EDFFs: 0
- Init Core Util: 0.404
- Initial antenna violation count: 0
- Area Overhead vs Synth: 23.1%
- DPL Wire Length: 50,400 um
- # diodes: 0
- Post-synth ARST share: 0
- Avg Cell Area, Syn: 9.50 um2
- Full die area: 59,300 um2
- Worst slew pin tran: 0.814 ns
- Ao+oa area frac: 0.120
- Initial DRC count: 937
- Max-slew headroom: 0.458
- Peak VDD IR: 0.0396 mV
- Status: finished clean
- Vias: 17,900
- Yosys cell count: 2,457
- Final hold violation count: 0
- Most frequent cells in the layout: 401 x and2_1, 369 x clkdlybuf4s50_1, 349 x fa_1, 285 x inv_1, 241 x dfxtp_1
- Most Frequent Cell on Critical Path: fa_1
- Vias per Instance: 5.03
- Min cycle time layout: 14.04 ns
- Hold-fix buffers, CTS: 0
- Resize count post-CTS: 0
- Final setup violation count: 0
- Largest family of logic cells by area: adder cells
- # DRC: 0
- Synth mux share: 0
- Total congestion overflow: 0
- Critical path class: in -> reg
- CTS buffer count: 31
- Critical path's largest stage delay: 0.54 ns
- CP Launch Type: input pin
- Hold_sp: product_in[54]
- Clk buf depth: 3
- Hold Crit Endpoint: prod_in_reg[54]
- Reg clk slew, reported paths: 0.06 ns
- Final Cycle Share: 0.333
- Worst path depth: 21
- Peak Freq: 71.2 MHz
- Crit Path Max Fanout: 62
- Final WL: 64,000 um
- Row cnt: 88
- Fillers: 5,133
- Critical Path Start: mplier_in[2]
- Simple-Gate Area Share: 0.185
- Unique cell types: 79
- Top logic cell by instance count in the layout: and2_1
- Chip Area, Yosys: 23,300 um2
- Syn Inst Count: 2,457
- First-pass GRT wire length: 103,000 um
- H-tree depth: 1
- Die W: 244 um
- CP top delay family: adder cells
- Top Ports: 388
- PwrDens: 73.0 nW/um2
- Yosys adder share: 0.372
- Die y size: 244 um
- Critical Path Sink Type: register
- Most used flip-flop cell: dfxtp_1
- Largest net degree at the start of global routing: 65
- DR WL/cell: 18.0 um
- Drt pass-1 iters: 6
- TNS Setup: 0 ns
- Final Max Tran Viols: 0
- Core area: 57,700 um2
- Max-cap violations: 0
- Post-synthesis sequential area ratio: 0.207
- Vias in the first global route: 18,700
- Total Routing Usage GR: 0.232
- CTS tree: yes
- Tot Pwr: 2.10 mW
- FF+latch count, synth: 241
- P_leak: 12.9 nW
- Antenna viol nets, final: 0
- Bufs and invs on worst path: 5
- Worst Path Arrival: 14.53 ns
## stage by stage
step | utilization | area, um2 | hold slack (ns) | setup slack, ns | cells
CTS | 0.498 | 28700 | 8.21 | 28.13 | 3564
finish | 0.498 | 28700 | 8.26 | 28.06 | 3564
global route | 0.498 | 28700 | 8.22 | 27.79 | 3564
floorplan | - | 23400 | 8.45 | 28.83 | 2472
detailed placement | 0.479 | 27600 | 8.87 | 27.47 | 3507
global placement | 0.479 | 27600 | 8.87 | 27.46 | 3507
## cells in the mapped netlist (6+ instances only)
cell type / count / area [um2]
nor2b_1: 20 / 125
o211ai_1: 13 / 97.6
buf_2: 15 / 75.1
a211o_1: 8 / 70.1
nor3_1: 18 / 90.1
o31ai_1: 7 / 52.6
o21a_1: 13 / 97.6
o2111ai_1: 6 / 52.6
fa_1: 349 / 6990
buf_4: 16 / 120
nand2b_1: 16 / 100
and3_1: 9 / 56.3
o21ai_0: 63 / 315
nand2_1: 173 / 649
and2_1: 401 / 2510
nor2_1: 62 / 233
nand4_1: 37 / 231
a21oi_1: 140 / 701
o21ai_1: 14 / 70.1
dfxtp_1: 241 / 4820
clkbuf_1: 76 / 285
a31oi_1: 13 / 81.3
a21o_1: 59 / 443
nand3_1: 28 / 140
inv_1: 285 / 1070
xnor2_1: 87 / 762
xor2_1: 42 / 368
ha_1: 135 / 1690
o21bai_1: 23 / 173
## area by class of cell
cell class | instances | area [um2] | share of cell area
clock buffers | 37 | 828 | 0.0288
clock inverters | 20 | 287 | 0.00997
inverters | 285 | 1070 | 0.0372
multi-input cells | 1836 | 17000 | 0.591
flip-flops and latches | 241 | 4820 | 0.168
well taps | 765 | 957 | 0.0333
repair buffers | 380 | 3770 | 0.131
## per-layer routing
metal	GRT usage	wire, um
met3	0.0580	4690
met5	0.000817	0
met1	0.363	29900
met4	0.0454	1600
met2	0.343	27800
## kinds of logic (layout without fill, tap and decap cells)
kind of cell / count (synthesis) / in the layout
xor+xnor: 129 / 129
buf+inv: 395 / 722
fa+ha+maj: 484 / 484
simple gates: 786 / 786
flops: 241 / 241
compound gates: 421 / 421
other cells: 1 / 16
## where the power goes
part	switching [mW]	total, mW	internal (mW)
clock network	0.111	0.284	0.173
registers	0.0188	0.302	0.283
logic	0.834	1.51	0.676
total	0.964	2.10	1.13
## worst max path at each step
stage                      end  slack, ns
5_1_grt   partial_prod_reg[62]      27.79
6_report  partial_prod_reg[62]      28.06
4_1_cts   partial_prod_reg[62]      28.13
Power figures rest on the tool's default switching activity, not on a simulated workload.
