**design/flow/run.sh**
```bash
#!/bin/bash
# OpenROAD 26Q1-2900-gdf79404cd8, Yosys 0.63+post, stock flow scripts
make -C /OpenROAD-flow-scripts/flow DESIGN_CONFIG=/design/flow/config.mk WORK_HOME=/design/flow/orfs finish
```
**design/flow/config.mk**
```make
export PLATFORM = sky130hd
export DESIGN_NAME = mult_stage_32
export DESIGN_NICKNAME = mult_stage_32
export VERILOG_FILES = /design/flow/design.v
export SDC_FILE = /design/flow/constraint.sdc
export NUM_CORES = 4
export LEC_CHECK = 1
export CORE_UTILIZATION = 30
```
**design/flow/constraint.sdc**
```tcl
current_design mult_stage_32

set clk_period 25.3
set clk_io_pct 0.2

create_clock -name clk0 -period $clk_period [get_ports {clock}]

set non_clock_inputs [all_inputs -no_clocks]
set_input_delay [expr $clk_period * $clk_io_pct] -clock clk0 $non_clock_inputs
set_output_delay [expr $clk_period * $clk_io_pct] -clock clk0 [all_outputs]
```
**design/flow/design.v**
```verilog
module mult_stage_32(clock, reset, 
                  product_in,  mplier_in,  mcand_in,  start,
                  product_out, mplier_out, mcand_out, done);
  input clock, reset, start;
  input [63:0] product_in, mplier_in, mcand_in;
  output done;
  output [63:0] product_out, mplier_out, mcand_out;
  reg  [63:0] prod_in_reg, partial_prod_reg;
  wire [63:0] partial_product, next_mplier, next_mcand;
  reg [63:0] mplier_out, mcand_out;
  reg done;
  assign product_out = prod_in_reg + partial_prod_reg;
  assign partial_product = mplier_in[31:0] * mcand_in;
  assign next_mplier = {32'b0,mplier_in[63:32]};
  assign next_mcand = {mcand_in[31:0],32'b0};
  always @(posedge clock)
  begin
    prod_in_reg      <= #1 product_in;
    partial_prod_reg <= #1 partial_product;
    mplier_out       <= #1 next_mplier;
    mcand_out        <= #1 next_mcand;
  end
  always @(posedge clock)
  begin
    if(reset)
      done <= #1 1'b0;
    else
      done <= #1 start;
  end
endmodule
```
==> GITHUB_STEP_SUMMARY <==
## Implementation flow summary

| Metric | Value |
|---|---|
| Result of the run | finished, final reports clean |
| RSZ-0062 raised after global routing | false |
| Delay of the slowest critical-path stage | 0.84 ns |
| Clock root buffer | clkbuf_16 |
| Count of flip-flops with a built-in enable after synthesis | 0 |
| Prevailing logic family in the synthesized netlist | adder cells |
| Number of storage elements in the synthesis netlist | 193 |
| Clock tree from TritonCTS | built |
| Data arrival time at the worst-slack endpoint | 14.05 ns |
| Fraction of registers with async set/reset | 0% |
| Share of Yosys cell area claimed by the top area cell type | 51.2% |
| Total of buffers placed on input and output ports | 323 |
| Detailed-route vias per instance | 4.60 |
| Synthesized area per cell | 9.11 um2 |
| CP Launch Type | input pin |
| Layout cells sized above 1 | 3.05% |
| Cell chain of the critical path | buf_2 -> buf_4 -> nand2_1 -> fa_1 -> inv_1 -> fa_1 -> inv_1 -> fa_1 -> fa_1 -> inv_1 -> fa_1 -> fa_1 -> fa_1 -> fa_1 -> ha_1 -> nand4_1 -> nor3_1 -> nand2_1 -> a211oi_1 -> a211oi_2 -> o21ai_1 -> a221oi_2 -> xnor2_1 |
| DRC marker count from the first detailed-route iteration | 1565 |
| Initial antenna violation count | 5 |
| Post-synth mux share | 0.0561% |
| Pin slew with the least headroom to its limit | 1.02 ns |
| Placement row count | 154 |
| GRT Total Usage | 19.5% |
| Most common reg cell | dfxtp_1 |
| DRC violation count after routing | 0 |
| Post-synthesis share of cell area spent on and, or, nand and nor gates | 16.1% |
| Average wire per standard cell | 19.4 um |
| Biggest fanout along the worst timing path | 39 |
| Post-synthesis cell count | 5878 |
| Log Warnings | 25 |
| H-tree levels | 4 |
| Fp_density | 30.3% |
| Cells resized by post-CTS repair | 0 |
| Post-Synth AOI/OAI Area | 4.99% |
| Number of distinct library cell variants in the gate-level netlist after synthesis | 85 |
| Hold Startpoint | mplier_in[40] |
| Number of setup violations in the final report | 0 |
| Largest net degree at the start of global routing | 51 |
| Yosys warning total | 1 |
| Clock transition time at the flip-flop clock pins of the worst setup and hold paths | 0.09 ns |
| Placer's final routability congestion estimate | 0.940 |
| Max Clk Rate | 73.4 MHz |
| Chip area | 180000 um2 |
| Hold Violations, Final | 0 |
| Vias in the first global route | 42100 |
| Cell taking the most area after synthesis | fa_1 |
| Adder Area Share | 56.3% |
| Count of antenna-violating nets left after detailed routing | 0 |
| Worst slack at placement | 11.19 ns |
| Terminating pin of the worst hold path | mplier_out[8] |
| Number of placed I/O pins | 388 |
| Buffer depth of the longest clock path | 2 |
| First-pass GRT wire length | 252 mm |
| HP Class | in -> reg |
| Portion of the post-synthesis area used by sequential elements | 7.22% |
| Setup CP Type | in -> reg |
| Post-CTS Repair Setup Buffers | 0 |
| Global route total overflow | 0 |
| Yosys Instances | 5878 |
| Setup tns final | 0 ns |
| Maximum Capacitance Violations | 0 |
| Max-slew headroom at the worst pin | 31.3% |
| Type of element capturing the critical path | register |
| Overall die width | 424 um |
| Synth area leaders | fa_1, inv_1, dfxtp_1, nand2_1, and2_1 |
| Hold WS | 4.95 ns |
| Core outline area | 177000 um2 |
| Final cycle utilization of the critical path | 53.8% |
| Required time of the critical path | 25.73 ns |
| Max-slew violations | 0 |
| Cell depth of the worst min-delay path | 1 |
| Final setup slack of the worst path | 11.68 ns |
| Summed instance area of the synthesized netlist | 53500 um2 |
| Overall routed net length | 162 mm |
| Total clock sinks | 193 |
| Die Ht | 424 um |
| Synth Area in XOR/XNOR | 2.83% |
| Post-synth area from yosys stat | 53500 um2 |
| Router iterations before antenna repair | 5 |
| First element of the critical path | mplier_in[2] |
| Area added between synthesis and finish | 11.0% |
| Most prevalent standard cell on the critical path | fa_1 |
| Final HPWL from detailed placement | 127 mm |
| Slowest cell on the critical path | a211oi_1 |
| Number of buffers added by the clock tree synthesis step | 17 |
| Hold_buf cts | 0 |
| Total number of vias | 38300 |
| Post-layout min period | 13.62 ns |
-- worst max path at each step --
stage                          end  slack [ns]  cells past startpoint
CTS           partial_prod_reg[59]       11.78                     23
global route  partial_prod_reg[59]       11.61                     23
finish        partial_prod_reg[59]       11.68                     23
-- worst max-delay path: cells and delay by family --
| kind | cells | cell delay (ns) |
|---|---|---|
| fa+ha+maj | 9 | 4.59 |
| simple gates | 4 | 1.39 |
| compound gates | 4 | 1.44 |
| xor+xnor | 1 | 0.14 |
| buf+inv | 5 | 1.35 |
-- layer usage --
layer,GRT usage [%],vias to the layer above,wire [um]
li1,-,17000,-
met1,24.4,19400,61300
met2,31.6,1641,78700
met3,8.67,233,17000
met4,4.55,2,4900
met5,0,-,13
-- cell type report --
class                           instances  area, um2
Fill cell                           17700     117000
Clock buffer                           17        425
Tap cell                             2340       2930
Sequential cell                       193       3860
Clock inverter                         15        218
Timing Repair Buffer                  421       3850
Inverter                             1324       4970
Multi-Input combinational cell       4025      43200
Antenna cell                            1       2.50
-- logic make-up after synthesis --
family                   after synthesis
AND-OR/OR-AND                        395
XOR/XNOR                             173
adder cells (fa/ha/maj)             1587
buffers and inverters               1723
flip-flops                           193
multiplexers                           3
other                                  1
AND/OR/NAND/NOR                     1803
-- cell usage after synthesis (all sizes together), types with 4 or more instances --
cell,count
o21a,14
o31ai,8
o2111ai,4
nor2,48
a221oi,5
nand3,25
a21boi,5
nor3,23
o21bai,18
a2111oi,4
nand4,23
dfxtp,193
and2,602
nand2b,15
xor2,49
nand2,1018
inv,1324
a31oi,14
o211ai,9
a21o,81
and3,16
buf,74
o21ai,69
xnor2,124
clkbuf,325
a21oi,123
ha,218
fa,1369
a211oi,17
nor2b,10
-- stage by stage --
stage               cell area (um2)  cells  util (%)
global route                  59400   8335      33.6
floorplan                     53800   5941         -
CTS                           59400   8335      33.6
detailed placement            58800   8303      33.3
finish                        59400   8336      33.6
global placement              58800   8303      33.3
-- cell usage in the layout (no fill, tap or decap), types with 3 or more instances in the layout --
master	instances
xor2_1	49
a221oi_1	4
nor2_1	48
or3_1	3
o31ai_1	6
nand2b_1	15
o21a_1	14
nand3_1	25
nand2_1	1018
conb_1	64
o21ai_0	52
inv_8	3
inv_1	1323
a21oi_1	119
o21ai_1	14
dfxtp_1	193
o21bai_1	18
nand3b_1	3
nand4_1	23
o211ai_1	8
clkdlybuf4s50_1	299
a21boi_0	3
fa_1	1369
xnor2_1	124
nor3_1	23
clkinv_8	7
clkbuf_16	17
and3_1	16
a211oi_1	14
buf_2	24
ha_1	218
and2_1	602
o2111ai_1	3
nor2b_1	10
a211oi_2	3
a31oi_1	12
buf_4	98
a21o_1	81
mux2i_1	3
a21oi_2	3
