==> design/flow/design.v <==
module mult_stage_16(clock, reset, 
                  product_in,  mplier_in,  mcand_in,  start,
                  product_out, mplier_out, mcand_out, done);
  input clock, reset, start;
  input [63:0] product_in, mplier_in, mcand_in;
  output done;
  output [63:0] product_out, mplier_out, mcand_out;
  reg  [63:0] prod_in_reg, partial_prod_reg;
  wire [63:0] partial_product, next_mplier, next_mcand;
  reg [63:0] mplier_out, mcand_out;
  reg done;
  assign product_out = prod_in_reg + partial_prod_reg;
  assign partial_product = mplier_in[15:0] * mcand_in;
  assign next_mplier = {16'b0,mplier_in[63:16]};
  assign next_mcand = {mcand_in[47:0],16'b0};
  always @(posedge clock)
  begin
    prod_in_reg      <= #1 product_in;
    partial_prod_reg <= #1 partial_product;
    mplier_out       <= #1 next_mplier;
    mcand_out        <= #1 next_mcand;
  end
  always @(posedge clock)
  begin
    if(reset)
      done <= #1 1'b0;
    else
      done <= #1 start;
  end
endmodule
==> design/flow/run.sh <==
#!/bin/bash
# OpenROAD 26Q1-2900-gdf79404cd8, Yosys 0.63+post, stock flow scripts
make -C /OpenROAD-flow-scripts/flow DESIGN_CONFIG=/design/flow/config.mk WORK_HOME=/design/flow/orfs finish
==> design/flow/config.mk <==
export PLATFORM = sky130hd
export DESIGN_NAME = mult_stage_16
export DESIGN_NICKNAME = mult_stage_16
export VERILOG_FILES = /design/flow/design.v
export SDC_FILE = /design/flow/constraint.sdc
export NUM_CORES = 4
export LEC_CHECK = 1
export CORE_UTILIZATION = 50
==> design/flow/constraint.sdc <==
current_design mult_stage_16

set clk_period 20.4
set clk_io_pct 0.2

create_clock -name clk0 -period $clk_period [get_ports {clock}]

set non_clock_inputs [all_inputs -no_clocks]
set_input_delay [expr $clk_period * $clk_io_pct] -clock clk0 $non_clock_inputs
set_output_delay [expr $clk_period * $clk_io_pct] -clock clk0 [all_outputs]
==> results_slide.txt <==
Key Metrics from the Run

Clock network
  • Hold bufs inserted after CTS: 0
  • TritonCTS Sinks: 225
  • H-tree lvl count: 1
  • Clock root buffer master: clkbuf_16
  • Post-CTS clock slew at the launch and capture registers of the worst setup and hold paths: approximately 0.060 ns
  • Maximum clock path buffer count: 3
  • Clock tree from TritonCTS: built
  • Gates resized, CTS repair: 0
  • Post-CTS setup buffer count: 0
  • Clock buffers created by TritonCTS: 28

Synth
  • Primary FF master, synth: dfxtp_1
  • Number of standard cells after synthesis: between 3k and 4k
  • Tally of yosys warning messages: 1
  • Number of different library cells in the post-synthesis netlist: between 60 and 70
  • Cell type with the largest total area: fa_1
  • Chip area estimate from yosys synthesis: 0.0352 mm2
  • Proportion of netlist area held by the largest area contributor: between 40% and 50%
  • Cell count listed in synth_stat.txt: slightly below 4k
  • Leading cell types by total area after synthesis: fa_1 43%, dfxtp_1 13%, inv_1 8.6%, nand2_1 7.7%, ha_1 5.7%
  • EDFF count, synth: 0
  • Synthesized registers: 225
  • Seq/Total Area, Yosys: roughly 13%
  • Netlist area before placement: roughly 0.035 mm2
  • Average size of a mapped cell: slightly below 9 um2
  • Share of async-settable or async-resettable flops after synthesis: 0%

Route
  • Vias per std cell: around 5.2
  • Length of routed met2 wiring: between 40000 and 50000 um
  • Iter 0 DRT Violations: about 1.3k
  • Total number of vias: approximately 27k
  • Count of nets left with antenna violations after detail routing: 0
  • Antenna cell count: 0
  • Routed length on met1: 39900 um
  • Top routing layer in use: met5
  • Number of remaining DRC errors: 0
  • Met3 wire length: approximately 11000 um
  • Detail-routed net length per standard cell: around 19 um
  • Final wirelength: slightly below 100000 um
  • Drt pass-1 iters: 6

STA
  • Final min period: between 10 and 15 ns
  • RSZ-0062 raised after global routing: no
  • Maximum achievable frequency: between 80 and 90 MHz
  • Post-route clock period utilization: 55.1%
  • Setup violators final: 0
  • Pin slew with the least headroom to its limit: around 0.82 ns
  • Final hold violations: 0
  • Number of slew-limit violations in the final report: 0
  • Post-route setup TNS: 0 ns
  • Worst rel slew slack: 45.0%

Final layout
  • Proportion of layout cells with a drive suffix above 1: 3.43%
  • Most common logic cell in the routed design: inv_1
  • Number of inserted filler cells in the final layout: 6129
  • Filler-free cell count of the finished design: a little over 5k
  • Area overhead of the layout relative to synthesis: 15.1%
  • Most numerous logic cells after layout: 806 x inv_1, 753 x fa_1, 726 x nand2_1, 342 x clkdlybuf4s50_1, 284 x and2_1
  • Final instance area: between 0.04 and 0.05 mm2

GRT
  • Largest net degree at the start of global routing: ~52
  • Vias in the first global route: around 29k
  • Overall fraction of global-route tracks in use: between 30% and 40%
  • Overflow left after global routing: 0
  • First-pass GRT wire length: between 150000 and 200000 um
  • Number of antenna violations at the first check in global routing: 0

Die
  • IO Count: 388
  • Floorplan core density: between 50% and 60%
  • Overall die width: roughly 270 um
  • Cell Rows: 96
  • DIE HEIGHT: about 270 um
  • Core area: slightly below 0.07 mm2
  • Die area: 0.0714 mm2

Critical path
  • Type of element capturing the critical path: register
  • Maximum fanout count along the critical path: 17
  • Startpoint kind of the worst setup timing path: primary input
  • Required time reported for the critical path endpoint: approximately 21 ns
  • Worst setup path category: primary input to register
  • Data arrival time at the worst-slack endpoint: approximately 12 ns

Place
  • Final weighted congestion in routability-driven placement: about 0.97
  • Placed inst area: approximately 0.04 mm2
  • Number of buffers added on ports: 355
  • Placed Cells: between 5k and 6k
  • HPWL after detailed placement: between 70000 and 80000 um

Hold path
  • Hold Path Cell Cnt: 1
  • Class of the worst hold path: primary input to register

Job
  • Number of max-cap violations: 0
  • Number of warnings in the stage logs: 25

Run status
  • Outcome: completed
[worst paths after layout]
path	endpoint	from	slack, ns
worst max-delay path	partial_prod_reg[61]	mcand_in[7]	9.16
worst min-delay path	prod_in_reg[43]	product_in[43]	3.91
[stage by stage]
step	hold slack [ns]	worst slack (ns)	utilization, %
detailed placement	4.53	8.51	57.1
global route	3.89	8.80	58.6
global placement	4.53	8.60	57.1
finish	3.91	9.16	58.6
floorplan	4.11	10.07	-
CTS	3.88	9.14	58.6
[final cells by class]
type	count	area (um2)	area share (%)
inverters	806	3030	7.47
repair buffers	417	3950	9.76
clock buffers	34	773	1.91
clock inverters	17	277	0.683
multi-input cells	2726	26800	66.2
well taps	931	1160	2.88
flip-flops and latches	225	4500	11.1
[kinds of logic after synthesis]
logic type,share of synthesized area (%)
buf+inv,11.4
fa+ha+maj,48.5
xor+xnor,3.46
simple gates,15.7
flops,12.8
mux,0.0569
other cells,0.0107
compound gates,8.04
[cells in the mapped netlist (14+ instances only)]
cell and number:
nor3_1 15, xor2_1 46, ha_1 160, o21bai_1 24
buf_4 32, fa_1 753, nor2_1 69, dfxtp_1 225
clkbuf_1 178, o21a_1 15, nor2b_1 14, nand3_1 23
nand4_1 23, and2_1 284, a31oi_1 16, inv_1 806
o21ai_0 68, a21oi_1 138, a21o_1 85, xnor2_1 93
nand2_1 726
[per-layer routing]
layer | global-route usage [%] | vias to the layer above
li1 | - | 12300
met5 | 1.46 | -
met2 | 45.1 | 1207
met1 | 44.9 | 13100
met3 | 13.0 | 162
met4 | 9.16 | 2
[critical path, stage by stage]
cell and delay, ns:
clkdlybuf4s50_1 0.96, nand2_1 0.18, fa_1 0.56, inv_1 0.05, fa_1 0.49, inv_1 0.05
fa_1 0.52, inv_1 0.05, fa_1 0.47, fa_1 0.50, inv_1 0.05, fa_1 0.47
inv_1 0.04, ha_1 0.34, and4_1 0.24, and2_1 0.15, a32o_1 0.30, a21oi_2 0.32
o21ai_0 0.29, a21oi_1 0.45, o22ai_1 0.24, a311oi_1 0.55, o211ai_1 0.19, xor2_1 0.16
